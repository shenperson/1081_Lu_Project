==> flow/design.v <==
module maze(clk, reset, start_i, row_i, action_o, coord_o);
    input clk,reset, start_i;
    input [15:0] row_i;
    output reg [1:0] action_o;
    output reg [5:0] coord_o;
    reg [1:0] map [64-1:0];
    reg [1:0] direction [64-1:0];
    reg [1:0] state, n_state;
    reg [5:0] cnt, n_cnt;
    reg [1:0] n_action;
    reg [5:0] n_coord;
    reg [5:0] START, END;
    reg [7:0] i;
    always @(*) begin
        case (state)
            2'd0: begin
                n_state = start_i ? 2'd1 : 2'd0;
                n_action = start_i ? 2'b01 : 2'b00;
                n_cnt = 1'b0;
                n_coord = 6'b0;
            end
            2'd1:begin
                if(cnt!=8) begin
                    for(i = 0; i != 8; i = i + 1) begin
                        map[cnt+i*8] = row_i >> (14-i-i);
                    end
                end
                else begin
                    START = (row_i >> 12) * 8 + (row_i >> 8 & 16'b0000000000001111);
                    END = (row_i >> 4 & 16'b0000000000001111) * 8 + (row_i & 16'b0000000000001111);
                end
                n_cnt = cnt + 1;
                n_state = (cnt == 8) ? 2'd2 : 2'd1;
                n_action = (cnt == 8) ? 2'b10 : 2'b01;
            end
            2'd2:begin
                for(i = 0; i != 64;i = i + 1) begin
                    if(map[i]==2'b11) begin
                        if(i < 56) begin
                            if(map[i+8] == 2'b00) begin
                                map[i+8] = 2'b11;
                                direction[i+8] = 2'b10;
                            end
                            if(map[i+8] == 2'b10) begin
                                direction[i+8] = 2'b10;
                                n_state = 2'd3;
                                n_action = 2'b11;
                                n_coord = START;
                            end
                        end
                        if(i > 7) begin
                            if(map[i-8] == 2'b00) begin
                                map[i-8] = 2'b11;
                                direction[i-8] = 2'b11;
                            end
                            if(map[i-8] == 2'b10) begin
                                direction[i-8] = 2'b11;
                                n_state = 2'd3;
                                n_action = 2'b11;
                                n_coord = START;
                            end
                        end
                        if(i % 8 != 0) begin
                            if(map[i-1] == 2'b00) begin
                                map[i-1] = 2'b11;
                                direction[i-1] = 2'b01;
                            end
                            if(map[i-1] == 2'b10) begin
                                direction[i-1] = 2'b01;
                                n_state = 2'd3;
                                n_action = 2'b11;
                                n_coord = START;
                            end
                        end
                        if(i % 8 != 7) begin
                            if(map[i+1] == 2'b00) begin
                                map[i+1] = 2'b11;
                                direction[i+1] = 2'b00;
                            end
                            if(map[i+1] == 2'b10) begin
                                direction[i+1] = 2'b00;
                                n_state = 2'd3;
                                n_action = 2'b11;
                                n_coord = START;
                            end
                        end
                        map[i] = 2'b01;
                    end
                end
            end
            2'd3: begin
                if(coord_o != END) begin
                    if (direction[coord_o] == 2'b00) begin
                            n_coord = coord_o - 1;
                    end
                    else if (direction[coord_o] == 2'b01) begin
                            n_coord = coord_o + 1;
                    end
                    else if (direction[coord_o] == 2'b10) begin
                            n_coord = coord_o - 8;
                    end
                    else if (direction[coord_o] == 2'b11) begin
                            n_coord = coord_o + 8;
                    end
                end
                else begin
                end
            end
            default: begin
            end
        endcase
    end
    always @(posedge clk or posedge reset) begin
        if(reset) begin
            state <= 2'd0;
            action_o <= 2'b00;
        end
        else begin
            state <= n_state;
            action_o <= n_action;
            cnt <= n_cnt;
        end
    end
endmodule
==> flow/run.sh <==
#!/bin/bash
# OpenROAD 26Q1-2900-gdf79404cd8, Yosys 0.63+post, stock flow scripts
make -C /OpenROAD-flow-scripts/flow DESIGN_CONFIG=/design/flow/config.mk WORK_HOME=/design/flow/orfs finish
==> flow/config.mk <==
export PLATFORM = sky130hd
export DESIGN_NAME = maze
export DESIGN_NICKNAME = maze
export VERILOG_FILES = /design/flow/design.v
export SDC_FILE = /design/flow/constraint.sdc
export NUM_CORES = 4
export LEC_CHECK = 1
export CORE_UTILIZATION = 30
export SYNTH_HDL_FRONTEND = slang
==> flow/constraint.sdc <==
current_design maze

set clk_period 1.0
set clk_io_pct 0.2

create_clock -name clk0 -period $clk_period [get_ports {clk}]

set non_clock_inputs [all_inputs -no_clocks]
set_input_delay [expr $clk_period * $clk_io_pct] -clock clk0 $non_clock_inputs
set_output_delay [expr $clk_period * $clk_io_pct] -clock clk0 [all_outputs]
==> CHANGELOG.md <==
### Implementation results

* Cts bufs inserted at 3
* Req. time, crit path at 800 ps
* Clk root buf: clkbuf_16
* Die width at 256.0 um
* Slew Limit Fails at 0
* Pre-antenna DRT Iters at 6
* Synth flops at 144
* Rows at 92
* Sw frac at 62.72%
* Global-route wire length before repair at 122800 um
* H-tree lvl count at 1
* Final WS setup at 37.83 ps
* Clock power frac at 5.8%
* CTS tree: yes
* # Cells Yosys at 2968
* Final core occ at 32.15%
* Synth Area in XOR/XNOR at 0.3168%
* Log Warnings at 181
* DRC Markers at 0
* Via Count at 22051
* Worst hold slack at 432.6 ps
* FP Core Util at 30.51%
* WS Path Type: reg -> out
* Worst EP arrival at 760 ps
* Die Ht at 256.0 um
* Int Pwr at 4.367 mW
* Worst Setup Start Kind: flip-flop
* Mapped Avg Cell Area at 6.521 um2
* Crit path buffers/inverters at 1
* Chip area at 0.06553 mm2
* Final Power at 11.71 mW
* Post-detailed-route count of antenna-violating nets at 0
* Pre-CTS setup slack at -139.5 ps
* Maximum clock frequency at 1039 MHz
* Commonest Layout Cell: nor2_1
* Count of final setup violators at 0
* Fin crit share at 96.22%
* Main flop type: dlxtp_1
* P_leak at 8.399 nW
* Minimum clock period at 962.2 ps
* Worst-path clk slew at 30 ps
* Synth cell types at 98
* Setup_tns at 0 ps
* Slowest CP cell: dfrtp_1
* Clock buffer depth at 2
* Final-report hold violation count at 0
* Power Density at 574.5 mW/mm2
* Endpoints left unconstrained at 144
* Gp weighted congestion at 1.017
* FFs w/ async S/R, synth at 1.389%
* Max-slew headroom at 32.58%
* Crit-path max FO at 2
* # fillers at 6906
* Layout area overhead at 5.366%
* Max-cap violations at 0
* Largest net degree at the start of global routing at 83
* Worst Hold Class: in -> async
* CP peak stage delay at 360 ps
* GRT Util Overall at 24.51%
* Net load switching power at 7.348 mW
* Antenna violations before repair at 3
* Port Buffers at 20
* Share of cells above drive strength 1 at 6.335%
* Comb power frac at 84.4%
* MUX share of area at 6.607%
* VDD IR max at 1.632 mV
* Simple share at 26.83%
* Synth Instances at 2968
* Area fraction in compound gates at 33.06%
* Crit path capture type: primary output
* Via/cell ratio at 5.953
* Total gr overflow at 0
* Detail Placement HPWL at 59930 um
* Wire per inst at 22.09 um
* Dominant comb cell: AND-OR/OR-AND gates
* Adder Share, Synth at 14.35%
* Final WL at 81830 um
* Status: finished clean
* Vias in the first global route at 19670
* 1st-iter DRT viols at 2490
* Total core area at 0.06343 mm2
* RSZ-0062 raised after global routing: false
* Crit path cell chain: clkdlybuf4s15_1
* Post-synth area from yosys stat at 0.01935 mm2
* Post-CTS Hold Buffers at 0
* Reg power frac at 9.9%
* Worst-Margin Slew at 1011 ps
* CP top delay family: flip-flops
* Count of unclocked register or latch pins at 136
* Most frequent cells in the layout: 430 x nor2_1, 368 x nand2_1, 225 x a21oi_1, 220 x ha_1, 218 x o21ai_0
* Number of enable flip-flop cells at 6
* YS warnings at 1720
* Io pins at 27
* Netlist Area Pre-Place at 0.01935 mm2
kinds of logic after synthesis:
kind of cell,Yosys count
AND/OR/NAND/NOR,1152
AND-OR/OR-AND,967
buffers and inverters,351
adder cells (fa/ha/maj),222
latches,136
multiplexers,124
flip-flops,8
XOR/XNOR,7
other,1
synth_stat cells (7+ instances only):
library cell,number,area [um2]
o211ai_1,84,630.6
and2_1,12,75.07
nand4_1,8,50.05
a22oi_1,32,240.2
or2_2,34,212.7
o41ai_1,10,87.58
nand3_1,62,310.3
buf_4,11,82.58
o21ai_0,218,1091
o21a_1,16,120.1
a31oi_1,19,118.9
o31ai_1,17,127.6
buf_1,8,30.03
or3_1,12,75.07
nor4_1,28,175.2
nor2_1,430,1614
and3_1,20,125.1
a221oi_1,9,78.83
inv_1,142,533.0
a21oi_1,225,1126
nor2b_1,60,375.4
ha_1,222,2778
mux2_2,12,135.1
o221ai_1,7,61.31
o21ai_1,7,35.03
buf_2,9,45.04
a32oi_1,18,157.7
dlxtp_1,136,2040
clkbuf_1,178,668.1
a311oi_1,8,70.07
nor3_1,59,295.3
mux2i_1,106,1061
a311oi_2,7,105.1
nand2b_1,19,118.9
o22ai_1,63,394.1
a21boi_0,9,67.56
a211oi_1,104,780.8
a311o_1,8,80.08
a211o_1,40,350.3
nand2_1,368,1381
timing repair:
action                     4_1_cts  5_1_grt
gates resized                    4        1
setup endpoints to repair        2        1
setup buffers                    1        0
final timing paths:
check                      startpoint     endpoint  slack, ps  depth (start not counted)
worst max-delay path         state[1]  action_o[1]         40                          1
worst min-delay path            reset     state[1]        430                          3
min in group clk0               reset       cnt[4]        750                          2
max in group asynchronous       reset     state[0]        480                          3
per-layer routing:
layer | vias up | global-route usage, % | routed length (um)
li1 | 10461 | - | -
met4 | 4 | 9.248 | 4333
met2 | 1257 | 36.77 | 34040
met1 | 10031 | 34.89 | 34770
met5 | - | 0 | 27
met3 | 298 | 4.641 | 8661
area by class of cell:
type | count | area [um2] | share of cell area, %
Multi-Input combinational cell | 2478 | 15780 | 77.36
Antenna cell | 1 | 2.502 | 0.01227
Timing Repair Buffer | 86 | 660.6 | 3.240
Sequential cell | 144 | 2272 | 11.14
Clock buffer | 4 | 78.83 | 0.3865
Inverter | 145 | 544.3 | 2.669
Tap cell | 846 | 1059 | 5.191
power groups by stage:
stage	clock network [mW]	logic, mW	registers (mW)
5_1_grt	0.703	10.3	1.18
4_1_cts	0.689	9.41	1.16
6_report	0.674	9.88	1.16
state kept, by name, indices dropped and copies added, names as in the netlist:
signal    count
n_cnt         6
state         2
cnt           6
n_action      2
map         128
metrics by stage:
step | cell area [um2] | cells
floorplan | 19370 | 2973
global placement | 20310 | 3698
detailed placement | 20310 | 3698
CTS | 20390 | 3703
global route | 20390 | 3703
finish | 20390 | 3704
Power figures rest on the tool's default switching activity, not on a simulated workload.

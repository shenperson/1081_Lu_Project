==> /design/flow/design.v <==
module imgproc(clk,rst,orig_data,orig_ready,request,orig_addr,imgproc_ready,imgproc_addr,imgproc_data,finish);
input           clk, rst;
input [7:0]     orig_data;
input           orig_ready;
output          request;
output [13:0]   orig_addr;
output          imgproc_ready;
output [13:0]   imgproc_addr;
output [7:0]    imgproc_data;
output          finish;
parameter IDLE      = 2'd0;
parameter READ      = 2'd1;
parameter DONE      = 2'd2;
reg         imgproc_ready,next_imgproc_ready;
reg         request,next_request;
reg [1:0]   state , next_state;
reg [7:0]   row_count,next_row_count;
reg [7:0]   col_count,next_col_count;
reg [7:0]   imgproc_data,next_imgproc_data;
reg         finish, next_finish;
reg [13:0]  imgproc_addr,next_imgproc_addr;
assign orig_addr = {row_count,col_count[6:0] };
always@(*)begin
    next_col_count = col_count;
    next_row_count = row_count;
    next_state = state;
    next_imgproc_addr = imgproc_addr;
    next_finish = finish;
    next_imgproc_ready = 0;
    next_imgproc_data = 0;
    next_request = 0;
    case(state)
        IDLE: begin
            next_state = READ;
            next_request = 1;
            next_imgproc_ready = 0;
        end
        READ: begin
            if(row_count[7]==1) begin
                next_state = DONE;
                next_finish = 1;
            end
            else if(orig_ready) begin
                next_imgproc_ready = 1;
                next_imgproc_data = orig_data[7:1]+orig_data[0];
                next_request = 1;
                next_col_count = col_count[6:0]+7'd1;
                next_row_count = row_count+col_count[7];
                next_imgproc_addr = orig_addr;
            end
        end
    endcase
end
always@(posedge clk or posedge rst)begin
    if(rst) begin
        row_count   <= 0;
        col_count   <= 0;
        request     <= 0;
        imgproc_ready  <= 0;
        state       <= 0;
        imgproc_data   <= 0;
        finish      <= 0;
        imgproc_addr   <= 0;
    end
    else begin
        row_count   <= next_row_count;
        col_count   <= next_col_count;
        request     <= next_request;
        imgproc_ready  <= next_imgproc_ready;
        state <= next_state;
        imgproc_data   <= 0;
        finish      <= next_finish;
        imgproc_addr   <= next_imgproc_addr;
    end
end
endmodule
==> /design/flow/run.sh <==
#!/bin/bash
# OpenROAD 26Q1-2900-gdf79404cd8, Yosys 0.63+post, stock flow scripts
make -C /OpenROAD-flow-scripts/flow DESIGN_CONFIG=/design/flow/config.mk WORK_HOME=/design/flow/orfs finish
==> /design/flow/config.mk <==
export PLATFORM = sky130hd
export DESIGN_NAME = imgproc
export DESIGN_NICKNAME = imgproc
export VERILOG_FILES = /design/flow/design.v
export SDC_FILE = /design/flow/constraint.sdc
export NUM_CORES = 4
export LEC_CHECK = 1
export CORE_AREA = 10 10 102 102
export DIE_AREA = 0 0 112 112
==> /design/flow/constraint.sdc <==
current_design imgproc

set clk_period 3.3
set clk_io_pct 0.2

create_clock -name clk0 -period $clk_period [get_ports {clk}]

set non_clock_inputs [all_inputs -no_clocks]
set_input_delay [expr $clk_period * $clk_io_pct] -clock clk0 $non_clock_inputs
set_output_delay [expr $clk_period * $clk_io_pct] -clock clk0 [all_outputs]
==> qor.csv <==
stage;metric;value;unit
run_status;status;completed;
setup_path;crit_type;in -> reg;
drt;first_iter_violations;81;
logic_synthesis;synth_top_cell_by_area;dfrtp_1;
logic_synthesis;netlist_area;1600;um^2
logic_synthesis;yosysChipArea;1600;um^2
drt;firstDrtPassIters;4;
logic_synthesis;syn_avg_cell_area;10.5;um^2
layout;layout_top_cells;nand2_1 (53), dfrtp_1 (34), clkdlybuf4s50_1 (33), xnor2_1 (9), conb_1 (9);
hold_path;min_path_cells;2;
layout;syn_to_final_growth;23.7;%
setup_path;cp.required;3.47;ns
clock_tree;htreeDepth;2;
logic_synthesis;ys.flops;35;
sta;setup_viol_count_final;0;
setup_path;cpMaxStageDelayCell;clkdlybuf4s50_1;
pwr;powerDensity;564;nW/um^2
die;rows;33;
die;initCoreUtil;19.5;%
sta;slew_viol_final;0;
die;die_width;112;um
drt;viasPerCell;3.69;
global_routing;grt_max_degree;36;
setup_path;cp_data_arrival_time;2.16;ns
sta;rsz0062_at_grt;false;
placement;port_buffers;33;
logic_synthesis;ys_types;26;
setup_path;rr_endpoint;row_count[6];
clock_tree;worst_skew_pair.late_latency;0.28;ns
placement;globalplace.congestion;0.741;
global_routing;grt_pass1_vias;1057;
drt;diodes;0;
clock_tree;cts_sinks;35;
setup_path;r2r_slack;1.76;ns
setup_path;max_stage_delay;0.56;ns
drt;wire_per_inst;12.4;um
drt;postRouteAntennaNets;0;
clock_tree;cts_made_buffers;5;
sta;setup_slack;1.31;ns
layout;n_fill_cell;856;
die;top_level_ports;50;
drt;drc;0;
global_routing;grt_antenna_before_repair;0;
placement;dpl_worst_slack;0.992;ns
global_routing;grt_pass1_wl;5.69;mm
sta;period_used_share;60.4;%
run;warnings;33;
pwr;peakVddDrop;0.000165;V
setup_path;reg2reg_from;row_count[7];
drt;vias;1036;
setup_path;crit_chain;clkdlybuf4s50_1 -> nand3b_4 -> inv_6 -> nand4_1 -> xnor2_1;
clock_tree;cts_resized;0;
setup_path;cp-end-kind;flop;
sta;max_freq;502;MHz
clock_tree;clk_path_buf_depth;2;
hold_path;hold_end;imgproc_addr[3];
die;core;8220;um^2
clock_tree;cts_tree;yes;
logic_synthesis;ys_cells;152;
run;cap_violations;0;
logic_synthesis;top_cell_area_share;53.1;%
setup_path;r2r_cells;4;
hold_path;min_path_type;reg -> reg;
global_routing;grt_util_all_layers;5.50;%
setup_path;critPathTopFamily;buffers and inverters;
placement;dp_hpwl;2.42;mm
drt;drt-total-wl;3.47;mm
global_routing;grt_overflow;0;
clock_tree;postCtsHoldBufs;0;
clock_tree;cts_setup_buffers;0;
setup_path;start_kind;primary input;
die;dieArea;12500;um^2
setup_path;crit_buf_inv;2;
layout;layout_top_cell;nand2_1;
logic_synthesis;yosys-top-cells-area;dfrtp_1 (53%), nand2_1 (12%), buf_4 (10%);
logic_synthesis;synthCells;152;
setup_path;cp_max_fo;26;
layout;drive_above_1_share;6.82;%
die;die_h;112;um
logic_synthesis;ys_seq_share;54.8;%
clock_tree;root_buffer;clkbuf_8;
sta;fin_skew;0.00249;ns
sta;min_period;1.99;ns
sta;hold_viol;0;
pwr;power_leakage;0.000935;uW
hold_path;worstHoldStart;imgproc_addr[3];
logic_synthesis;yosys_warnings;1;
layout;final_util;24.1;%
sta;setup_tns;0;ns
clock_tree;clk_pin_slew;0.07;ns
power by group:
part / internal (uW) / switching, uW
Combinational: 161 / 67.7
Sequential: 496 / 91.7
Clock: 148 / 152
Total: 806 / 311
kinds of logic (layout without fill, tap and decap cells):
logic type,count (synthesis),count (layout),share of synthesized area [%]
compound gates,4,4,2.03
flops,35,35,54.8
xor+xnor,11,11,6.49
buf+inv,29,45,13.6
simple gates,69,69,20.5
fa+ha+maj,3,3,2.34
other cells,1,9,0.234
worst reg2reg max path: stages, from the launching register on:
cell and delay, ns:
dfrtp_1 0.42, nand3b_4 0.39, inv_6 0.31, nand4_1 0.17
xnor2_1 0.15
per-stage QoR:
step	area [um^2]	power, uW	instances	hold WS, ns
after CTS	1980	1140	281	0.475
after floorplan	1630	712	160	0.404
final	1980	1120	281	0.475
after global routing	1980	1190	281	0.494
after global placement	1900	830	273	0.443
after detailed placement	1900	834	273	0.445
how the worst max path moves through the flow:
| stage | to | start | slack [ns] | cells past startpoint |
|---|---|---|---|---|
| after CTS | orig_addr[2] | col_count[2] | 1.28 | 1 |
| after global routing | row_count[6] | orig_ready | 1.21 | 5 |
| final | row_count[6] | orig_ready | 1.31 | 5 |
area by class of cell:
| class | instances | area (um^2) | share of cell area, % |
|---|---|---|---|
| repair buffers | 34 | 338 | 17.1 |
| clock inverters | 1 | 5.00 | 0.253 |
| inverters | 3 | 16.3 | 0.821 |
| well taps | 105 | 131 | 6.63 |
| clock buffers | 7 | 76.3 | 3.85 |
| flip-flops and latches | 35 | 877 | 44.3 |
| multi-input cells | 96 | 537 | 27.1 |
layer usage:
layer	GRT usage, %	vias up	routed length (um)
li1	-	506	-
met1	7.19	484	1570
met2	8.20	42	1480
met3	2.88	4	399
met4	0.677	0	29
met5	0	-	0
sequential cells by signal, summed over array words and instances, names as in the netlist:
name and cells:
imgproc_ready 1, imgproc_addr 14, row_count 8, finish 1
request 1, col_count 8, state 2
synth_stat cells, drive strengths merged:
cell type   n
dfrtp      34
dfstp       1
ha          3
conb        1
nand3       1
and3        2
and4        1
a21o        2
xnor2      10
nand2b      1
nor2        1
nand2      53
xor2        1
nand3b      1
o31ai       1
buf        26
nand4       8
a41o        1
inv         3
nand4b      1
Power figures rest on the tool's default switching activity, not on a simulated workload.
